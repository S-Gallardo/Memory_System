`design/flow/design.v`:
```
module add_subs
	# ( parameter N = 4 )(
	input		wire	[N-1:0]	a,
	input		wire	[N-1:0]	b,
	input		wire				add_sub,
	output	wire	[N-1:0]	res,
	output	wire				cout
);
	wire [N-1:0] add_nsub_vector;
	wire [N-1:0] bxor;
	assign add_nsub_vector = {N{add_sub}};
	assign bxor = b ^ add_nsub_vector;
	nbit_adder #( .N(N) ) adder_inst (
	.a(a),
	.b(bxor),
	.cin(add_sub),
	.sum(res),
	.cout(cout) );
endmodule
module full_adder (
	input		wire	a,
	input		wire	b,
	input		wire	cin,
	output	wire	sum,
	output	wire	cout
);
	assign sum = a^b^cin;  
	assign cout = (a & b)|(a & cin)|(b & cin);  
endmodule 
module nbit_adder
	#( parameter N = 4 )(
	input		wire	[N-1:0]	a,
	input		wire	[N-1:0]	b,
	input		wire				cin,
	output	wire	[N-1:0]	sum,
	output	wire				cout
);
	wire [N-1:0] carry;
	genvar i;
	generate
		for ( i = N-1; i >= 0; i = i-1 ) begin: adder_gen
			if ( i == 0 ) begin: bit_0
				full_adder U0 ( .a(a[i]), .b(b[i]), .cin(cin), .sum(sum[i]), .cout(carry[i]) );
			end else begin: bit_i
				full_adder UI ( .a(a[i]), .b(b[i]), .cin(carry[i-1]), .sum(sum[i]), .cout(carry[i]) );
			end
		end
	endgenerate
	assign cout = carry[N-1];
endmodule 
module processing_unit 
	# ( parameter N = 8 )(
	input		wire	[N-1:0]	dataa,
	input		wire	[N-1:0]	datab,
	input		wire	[2:0]		selop,
	output	reg	[N-1:0]	res,
	output	wire				cout
);
	wire [N-1:0] zeros;
	wire [N-1:0] not_b;	
	wire [N-1:0] a_and_b;
	wire [N-1:0] a_or_b;
	wire [N-1:0] a_xor_b;
	wire [N-1:0] a_plus_b;
	wire [N-1:0] b_plus_1;
	wire [N-1:0] neg_b;
	wire c_add, c_plus1, c_negB;
	assign zeros	= {N{1'b0}};
	assign not_b	= ~datab;
	assign a_and_b	= dataa & datab;
	assign a_or_b	= dataa | datab;
	assign a_xor_b	= dataa ^ datab;
	add_subs #( .N(N) ) AplusB (
		.a(dataa),
		.b(datab),
		.add_sub(1'b0),
		.res(a_plus_b),
		.cout(c_add)
	);
	add_subs #( .N(N) ) Bplus1 (
		.a({zeros[N-1:1], 1'b1}),
		.b(datab),
		.add_sub(1'b0),
		.res(b_plus_1),
		.cout(c_plus1)
		);
	add_subs #( .N(N) ) negB   (
		.a(zeros),
		.b(datab),
		.add_sub(1'b1),
		.res(neg_b),
		.cout(c_negB)
	);
	always @(*) begin
		case (selop)
			3'b000:	res = datab;
			3'b001:	res = not_b;
			3'b010:	res = a_and_b;
			3'b011:	res = a_or_b;
			3'b100:	res = a_xor_b;
			3'b101:	res = a_plus_b;
			3'b110:	res = b_plus_1;
			default: res = neg_b;
		endcase
	end
	assign cout =	(selop[1:0] == 2'b01) ? c_add		:
						(selop[1:0] == 2'b10) ? c_plus1	:
						(selop[1:0] == 2'b11) ? c_negB	: 1'b0 ;
endmodule 
```
`design/flow/run.sh`:
```
#!/bin/bash
# OpenROAD 26Q1-2900-gdf79404cd8, Yosys 0.63+post, stock flow scripts
make -C /OpenROAD-flow-scripts/flow DESIGN_CONFIG=/design/flow/config.mk WORK_HOME=/design/flow/orfs finish
```
`design/flow/config.mk`:
```
export PLATFORM = sky130hd
export DESIGN_NAME = processing_unit
export DESIGN_NICKNAME = processing_unit
export VERILOG_FILES = /design/flow/design.v
export SDC_FILE = /design/flow/constraint.sdc
export NUM_CORES = 4
export LEC_CHECK = 1
export CORE_AREA = 10 10 100 100
export DIE_AREA = 0 0 110 110
```
`design/flow/constraint.sdc`:
```
current_design processing_unit

set clk_period 4.1
set clk_io_pct 0.2

create_clock -name clk0 -period $clk_period

set non_clock_inputs [all_inputs -no_clocks]
set_input_delay [expr $clk_period * $clk_io_pct] -clock clk0 $non_clock_inputs
set_output_delay [expr $clk_period * $clk_io_pct] -clock clk0 [all_outputs]
```
==> results.json <==
{
  "vdd_drop_max_mv": 0.03076,
  "final_antenna_net_count": 0,
  "synthTopCellsByCount": "ha_1 (30), inv_1 (20), a21oi_1 (12), nor2_1 (8)",
  "topCellsByArea": "ha_1 (32%), fa_1 (12%), inv_1 (6.5%)",
  "drt_iter0_drc": 39,
  "setup-violations-final": 4,
  "die_x_um": 110,
  "diodes": 0,
  "core-area_um2": 7807,
  "wirelength_mm": 3.394,
  "syn_area_um2": 1157,
  "hold_viol_final": 0,
  "grt_pass1_wl_mm": 5.561,
  "hpwl_mm": 3.015,
  "syn_inst": 146,
  "ys_area_um2": 1157,
  "fp.dieH_um": 110,
  "path_common_cell": "fa_2",
  "grt_pass1_vias": 1101,
  "antenna_found_initial": 0,
  "status": "complete, but fails checks",
  "fin_crit_ps": 4860,
  "drtPass1Iterations": 3,
  "drive_gt1_share_pct": 24.60,
  "clock.fmax_mhz": 205.8,
  "rsz0062_at_grt": "yes",
  "worst_setup_path_start_kind": "input port",
  "critical_path_buf_inv_count": 4,
  "synth_cell_type_count": 35,
  "rows": 32,
  "crit_arrival_ps": 4040,
  "yosysMostFrequentCell": "ha_1",
  "cts_hold_buf": 0,
  "seq_area_um2": 0,
  "worstPathRequired_ps": 3280,
  "viasPerCell": 3.931,
  "flops": 0,
  "post_drt_wl_per_cell_um": 11.74,
  "grt_max_degree": 34,
  "portBuffers": 28,
  "setup.worst_path.end_class": "output pin",
  "critPathMaxStageDelay_ps": 380,
  "hold_path.class": "in2out",
  "ys_cells": 146,
  "grt.overflow.total": 0,
  "gp_congestion": 0.9116,
  "drv_cap": 0,
  "synth_seq_share_pct": 0,
  "io-pin-count": 28,
  "tightest_slew_ps": 329.5,
  "fp_util_pct": 14.82,
  "grtUsageTotal_pct": 5.627,
  "crit_family": "adder cells",
  "cpMaxStageDelayCell": "fa_2",
  "vias": 1136,
  "critical_path.cell_chain": "buf_8, ha_4, inv_4, fa_2, fa_2, fa_2, fa_2, fa_2, fa_2, inv_2, fa_1, nand2_1, o21ai_1, o21ai_1, a21oi_1, buf_2",
  "chipArea_um2": 12100,
  "clkbuf_count": 0,
  "fin_util_pct": 21.81,
  "p_per_area_nw_per_um2": 96.20,
  "relSlewSlack_pct": 77.99,
  "critPathMaxFanout": 2,
  "warning_count": 44,
  "drcViolationCount": 0,
  "yosysTopAreaCellShare_pct": 32.43,
  "violations": "setup timing",
  "fin_ws_ps": -760.2,
  "p_leak_uw": 0.0007845,
  "finalCritPeriodShare_pct": 118.5,
  "timing.final.max_slew_violations": 0,
  "path_class": "in2out",
  "avgSynthCellArea_um2": 7.927,
  "syn_to_final_growth_pct": 47.13,
  "yosysTopAreaCell": "ha_1",
  "yosysWarnings": 1,
  "place_ws_ps": -1514
}
cells in the final DEF (no fill, tap or decap), drive strengths merged:
cell type       n
nor2b           6
a311oi          1
nor2            8
mux4            1
nand2           7
fa              7
or2             1
o32a            2
o32ai           2
clkdlybuf4s50  19
nand2b          4
a211o           1
o22a            1
a211oi          6
nand3           3
buf            28
ha             30
a221oi          1
a31o            1
o211ai          2
nor3b           1
inv            21
o22ai           4
and3            1
o311ai          1
nor3            1
or3             1
a21oi          12
mux2i           4
a2bb2oi         1
clkbuf          1
clkdlybuf4s15   1
xnor2           1
o21ai           6
what timing repair did:
action	CTS	global route
setup buffers	0	1
gates resized	38	4
pin swaps	17	10
setup endpoints to repair	6	6
logic make-up after synthesis:
kind of cell	synth area share [%]
simple gates	14.27
fa+ha+maj	44.54
mux	5.405
buf+inv	10.81
compound gates	24.22
xor+xnor	0.7569
where the power goes:
part | internal [uW] | switching, uW
Clock | 0 | 0
Sequential | 0 | 0
Combinational | 89.0 | 74.8
Total | 89.0 | 74.8
path summary, 6_finish.rpt:
| path | startpoint | end | slack [ps] | depth (start not counted) |
|---|---|---|---|---|
| max | datab[0] | res[7] | -760 | 16 |
| min | selop[0] | cout | 2450 | 4 |
stage by stage:
step | hold slack [ps] | total power, uW | TNS, ps | instance area [um2] | cells
after global placement | 2826 | 167.1 | -6394 | 1709 | 288
after global routing | 2522 | 186.5 | -2649 | 1703 | 289
after CTS | 2458 | 166.3 | -3126 | 1693 | 288
final | 2455 | 163.8 | -2193 | 1703 | 289
after floorplan | 1761 | 83.59 | -711.2 | 1185 | 146
after detailed placement | 2805 | 167.1 | -6352 | 1709 | 288
cell type report:
cell class                      instances  area [um2]
Tap cell                              102       127.6
Inverter                               21       81.33
Timing Repair Buffer                   49       426.7
Fill cell                             849        6105
Multi-Input combinational cell        117        1067
layer usage:
| metal | vias to the layer above | global-route usage (%) | wire length (um) |
|---|---|---|---|
| li1 | 604 | - | - |
| met1 | 516 | 7.886 | 1611 |
| met2 | 16 | 8.806 | 1556 |
| met3 | 0 | 1.763 | 226 |
| met4 | 0 | 0.09294 | 0 |
| met5 | - | 0 | 0 |
Power is estimated from default activity; no workload was simulated.
