<file path="/design/flow/run.sh">
#!/bin/bash
# OpenROAD 26Q1-2900-gdf79404cd8, Yosys 0.63+post, stock flow scripts
make -C /OpenROAD-flow-scripts/flow DESIGN_CONFIG=/design/flow/config.mk WORK_HOME=/design/flow/orfs finish
</file>
<file path="/design/flow/config.mk">
export PLATFORM = sky130hd
export DESIGN_NAME = mdr
export DESIGN_NICKNAME = mdr
export VERILOG_FILES = /design/flow/design.v
export SDC_FILE = /design/flow/constraint.sdc
export NUM_CORES = 4
export LEC_CHECK = 1
export CORE_AREA = 10 10 70 70
export DIE_AREA = 0 0 80 80
</file>
<file path="/design/flow/constraint.sdc">
current_design mdr

set clk_period 1.5
set clk_io_pct 0.2

create_clock -name clk0 -period $clk_period [get_ports {clk}]

set non_clock_inputs [all_inputs -no_clocks]
set_input_delay [expr $clk_period * $clk_io_pct] -clock clk0 $non_clock_inputs
set_output_delay [expr $clk_period * $clk_io_pct] -clock clk0 [all_outputs]
</file>
<file path="/design/flow/design.v">
module mdr
	#(	parameter		DATA_WIDTH = 4)
	(	input		wire	clk,
		input		wire	rst,
		input		wire	mdr_en,
		input		wire	mdr_alu_n,
		input		wire	[DATA_WIDTH-1:0]	bus_alu,
		input		wire	[DATA_WIDTH-1:0]	bus_data_in,
		output	wire	[DATA_WIDTH-1:0]	bus_c,
		output	wire	[DATA_WIDTH-1:0]	bus_data_out
	);
	reg	[DATA_WIDTH-1:0]	q1, q2;
	always @(posedge clk, posedge rst) begin
		if (rst) begin
			q1 <= {DATA_WIDTH{1'b0}};
		end else if (mdr_en) begin
			q1 <= bus_data_in;
		end
	end
	always @(posedge clk, posedge rst) begin
		if (rst) begin
			q2 <= {DATA_WIDTH{1'b0}};
		end else if (mdr_en) begin
			q2 <= bus_alu;
		end
	end
	assign	bus_data_out = q2;
	assign	bus_c =	mdr_alu_n ? q1 : bus_alu ;
endmodule
</file>
==> run summary <==
impl run done, here's what came out: Final ANT Viol Nets 0, final period utilization 95.6%, Hold Crit Class input port to asynchronous set/reset pin, die area 6400 um2, Worst Setup Path Type flop to output port, post-route minimum period 1.43 ns, global-route wire length before repair 1530 um, Global Route Usage Sum 3.17%, via count 264, DR vias/cell 2.87, DR pass1 iterations 2, CP Max Fanout 2, yosys stat chip area 380 um2, tool warnings 25, Distinct cells, synth 5, Sum Neg Setup Slack 0 ns, CP startpoint kind flop, Skew-Pair Late Insertion Delay 0.25 ns, # IOs 20, Synth Instances 22, RSZ-0062 raised after global routing false, Leakage 0.303 nW, logic area 169 um2, mean post-synth cell area 17.3 um2, die width 80 um, Area growth, synth to finish 74.3%, RD Place Congestion 0.615, vias in the first global route 292, Placed Area 644 um2, reg-to-reg startpoint q1[1], CTS tree yes, Worst Tran Pin Value 0.299 ns, CTS buffer count 3, Cell Count, Final, Fillers Out 92, Post-Synthesis Cell Area 380 um2, GRT overflow 0, Hold Vio Cnt, Final 0, status finished, final reports clean, Top Layout Cells clkdlybuf4s50_1 (10), mux2_4 (9), dlygate4sd2_1 (8), dfrtp_1 (8), FF-to-FF setup slack 0.64 ns, Worst-path clk slew 0.05 ns, Crit path required time 1.20 ns, hpwl dp 810 um, Max Cap Viol 0, initial antenna violation count 0, Initial Util 11.1%, largest net degree at the start of global routing 9, DRT iter0 DRCs 5, DR WL/cell 10.7 um, clock sinks 8, Row Count 21, PD cells 809 nW/um2, VDD IR-drop max 0.230 mV, Top cell excl fill/tap clkdlybuf4s50_1, Hold Buf Count CTS 0, dpl cells 88, relative slew slack 80.1%, Seq. cell area 200 um2, Max Slew Vio Count 0, H-tree depth 1, antenna cells 0, YS warnings 1, Post-synth seq share 52.6%, final instance area 663 um2, clk_skew 0 ns, CP Capture Type output port, Die Y 80 um, Crit path arrival time 1.13 ns, fmax 697 MHz, Yosys reg bits 8, Core ar. 3420 um2, final wirelength 987 um, crit path from q1[0], # setup viols final 0, Max Root-Sink Buffers 2, ys cells 22, Root Buffer clkbuf_4, Post-route DRC 0, Port Buf Inserts 19, layout cell share with drive strength beyond 1 41.3%, FILL cells 387
==> area by class of cell <==
type	count	area share (%)
Clock buffer	3	3.40
Inverter	1	0.566
Multi-Input combinational cell	12	25.5
Sequential cell	8	30.2
Tap cell	46	8.68
Timing Repair Buffer	22	31.7
==> final timing paths <==
kind,endpoint,cells past startpoint
setup / recovery,bus_c[0],2
hold / removal,q2[1],2
setup reg to reg,q1[1],2
hold reg to reg,q2[1],1
max in group asynchronous,q1[0],2
min in group clk0,q2[3],2
==> flip-flops by register name, indices dropped and copies added (netlist names) <==
signal / cells
q1: 4
q2: 4
==> metrics by stage <==
step	utilization, %	hold slack [ns]	worst slack, ns	power, W
final	19.4	0.301	0.0659	0.000537
after global routing	19.4	0.315	0.00473	0.000578
after CTS	19.4	0.307	0.0483	0.000552
after detailed placement	18.9	0.492	-0.493	0.000392
after global placement	18.9	0.490	-0.495	0.000393
after floorplan	-	0.116	0.618	0.000302
==> report_power, final <==
group          switching [W]  internal (W)
registers          0.0000115      0.000238
clock network      0.0000662     0.0000911
logic              0.0000302     0.0000996
==> timing repair <==
item / in CTS / in global routing
setup endpoints to repair: 4 / 0
buffers inserted: 1 / 0
gates resized: 13 / 0
==> cell usage after synthesis (all sizes together) <==
cell type | count | share of area (%)
buf | 1 | 3.0
dfrtp | 8 | 53
inv | 1 | 0.99
mux2 | 12 | 43
==> worst max-delay path, stage by stage, from the launching register on <==
cell and delay, ns:
dfrtp_1 0.38, mux2_2 0.26, dlygate4sd2_1 0.25
==> kinds of logic (layout without fill, tap and decap cells) <==
family                 count (synthesis)  count (layout)  synth area share [%]
flip-flops                             8               8                  52.6
multiplexers                          12              12                  43.4
buffers and inverters                  2              26                  3.95
==> routing by layer <==
metal / track usage [%] / part of all wire, % / vias up / routed length [um]
li1: - / - / 125 / -
met3: 3.30 / 19 / 0 / 192
met4: 0.176 / 0 / 0 / 0
met2: 4.25 / 38 / 18 / 372
met1: 3.59 / 43 / 121 / 423
met5: 0 / 0 / - / 0
Power figures rest on the tool's default switching activity, not on a simulated workload.
