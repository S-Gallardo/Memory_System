==> flow/design.v <==
module register_bank
	#(	parameter	DATA_WIDTH = 4)
	(	input		wire	clk,
		input		wire	wr_en,
		input		wire	[2:0] w_addr, r_addr,
		input		wire	[DATA_WIDTH-1:0] w_data,
		output	wire	[DATA_WIDTH-1:0] busA, busB, PC, DPTR, A, TEMP
	);
	reg [DATA_WIDTH-1:0] array_reg [7:0];
	initial begin
		array_reg[0] = 8'b00000001;
		array_reg[1] = 8'b00000010;
		array_reg[2] = 8'b00000100;
		array_reg[3] = 8'b11111111;
		array_reg[4] = 8'b00010000;
		array_reg[5] = 8'b00100000;
		array_reg[6] = 8'b01000000;
		array_reg[7] = 8'b00110000;
	end
	always @(posedge clk) begin
		if (wr_en) begin 
			array_reg[w_addr] <= w_data;
		end
	end
	assign	busB	=	array_reg[r_addr];
	assign	busA	=	array_reg[3'b111];
	assign	PC		=	array_reg[3'b000];
	assign	DPTR	=	array_reg[3'b010];
	assign	A		=	array_reg[3'b011];
	assign	TEMP	=	array_reg[3'b101];
endmodule
==> flow/run.sh <==
#!/bin/bash
# OpenROAD 26Q1-2900-gdf79404cd8, Yosys 0.63+post, stock flow scripts
make -C /OpenROAD-flow-scripts/flow DESIGN_CONFIG=/design/flow/config.mk WORK_HOME=/design/flow/orfs finish
==> flow/config.mk <==
export PLATFORM = sky130hd
export DESIGN_NAME = register_bank
export DESIGN_NICKNAME = register_bank
export VERILOG_FILES = /design/flow/design.v
export SDC_FILE = /design/flow/constraint.sdc
export NUM_CORES = 4
export LEC_CHECK = 1
export CORE_AREA = 10 10 97 97
export DIE_AREA = 0 0 107 107
==> flow/constraint.sdc <==
current_design register_bank

set clk_period 2.7
set clk_io_pct 0.2

create_clock -name clk0 -period $clk_period [get_ports {clk}]

set non_clock_inputs [all_inputs -no_clocks]
set_input_delay [expr $clk_period * $clk_io_pct] -clock clk0 $non_clock_inputs
set_output_delay [expr $clk_period * $clk_io_pct] -clock clk0 [all_outputs]
==> datasheet_impl.txt <==
Implementation parameters

Parameter                              Value

Status
  Outcome .................. finished, final reports clean

Setup path
  Endpoint arrival time on the critical path .................. 2100 ps
  Path type of the worst setup path .................. in -> out
  Setup crit start .................. r_addr[0]
  Startpoint type of the worst setup path .................. primary input
  Worst Path Required .................. 2160 ps
  Type of destination of the critical path .................. output port
  Highest net fanout along the worst path .................. 7

Detailed routing
  Diode insertion count for antenna repair .................. 0
  Overall via count from detail_route .................. 728
  Detailed-route wire length per cell .................. 15.9 microns
  Detail Route Antenna Nets .................. 0
  Detailed-routing iteration count for the pre-antenna-repair pass .................. 3
  Final wirelength .................. 3260 microns
  DR iter-0 viols .................. 57
  Via density .................. 3.55
  Number of remaining DRC errors .................. 0

Place
  Buffers added on ports .................. 35
  Setup WS pre-CTS .................. -309 ps
  Detailed Place HPWL .................. 2560 microns
  RD Place Congestion .................. 0.773

Clock network
  Cts hold-fix bufs .................. 0
  Clock tree from TritonCTS .................. yes
  Clock transition time at the flip-flop clock pins of the worst setup and hold paths .................. 60 ps
  Sinks on Clock Net .................. 32
  Cell at the root of the clock tree .................. clkbuf_8
  Worst-case clock buffer depth .................. 2
  CTS H-Tree Depth .................. 2
  Number of buffers created by CTS .................. 5

Hold path
  Startpoint of the most critical hold path .................. w_data[3]
  Worst hold path stage count .................. 1
  End of the worst hold path .................. array_reg[4][3]
  Hold/Removal Path Class .................. in -> reg

Synthesis
  Dominant flop cell .................. edfxtp_1
  Average size of a mapped cell .................. 21.9 sq um
  Biggest area contributors in the synthesized netlist .................. edfxtp_1 (74%), mux4_1 (16%), mux2_2 (3.5%)
  Count of instantiated cells in the yosys netlist .................. 59
  Netlist cell types .................. 9
  Count leader, synth .................. edfxtp_1
  Yosys synthesis chip area .................. 1290 sq um
  Number of warnings printed during yosys synthesis .................. 1
  Commonest cells in the synthesized netlist .................. edfxtp_1 (32), mux4_1 (8), nor2_1 (6)
  Cell type with the highest aggregate area in the netlist .................. edfxtp_1
  Cells after synthesis .................. 59
  Proportion of synthesized flip-flops having asynchronous set or reset .................. 0%
  Top cell area share .................. 74.5%
  Flip-flops with a built-in enable .................. 32
  Area of the mapped netlist .................. 1290 sq um
  Post-synth regs .................. 32
  Portion of the post-synthesis area used by sequential elements .................. 74.5%

GRT
  GRT Util Overall .................. 5.67%
  First-pass GRT wire length .................. 5000 microns
  GR met3 Demand/Resource .................. 3.94%
  Global-route layer with the greatest usage .................. met2
  Via count of the first global-routing pass .................. 840
  Largest net degree at the start of global routing .................. 10
  Remaining global-route overflow .................. 0
  GRT met2 Usage .................. 9.39%
  Met1 routing resource usage after global routing .................. 5.84%
  Initial antenna violation count .................. 0

Timing
  Final critical path time including I/O delays and setup .................. 2640 ps
  Worst slew slack as a fraction of its limit .................. 61.4%
  Highest attainable clock frequency .................. 379 MHz
  Final setup fails .................. 0
  Share of the cycle needed by the critical path after routing .................. 97.6%
  Worst setup margin .................. 63.8 ps
  Total count of hold-check failures in the final report .................. 0
  Unrepaired setup endpoints after global routing .................. no
  Fin. max-slew vios .................. 0
  Least-Margin Pin Slew .................. 574 ps

Floorplan
  Area inside the core boundary .................. 7290 sq um
  Area enclosed by the die boundary .................. 11400 sq um
  Row count .................. 31
  Starting density of the core .................. 17.7%
  Width of the chip .................. 107 microns
  Boundary pin count .................. 36
  Vertical die size .................. 107 microns

Power and ir drop
  IR drop worst, VDD .................. 0.160 mV
  Total power divided by cell area .................. 531 nW/um^2
  Static leakage .................. 0.640 nW
  Power, Total .................. 0.00100 W

Final layout
  Max reg flops .................. 32
  Area added between synthesis and finish .................. 46.3%
  Fill count .................. 768
  Sequential cell area in the final layout .................. 961 sq um
  Share of final-layout standard cells stronger than drive strength 1 .................. 17.9%
  Combinational gate area .................. 303 sq um

Job
  Max-cap viol count .................. 0
  Total number of warnings across the stage logs .................. 25
==> how the worst max path moves through the flow <==
stage	to	slack [ps]	depth (start not counted)
CTS	busB[1]	0.3	5
finish	busB[0]	60	5
global route	busB[0]	7	5
==> cell type report <==
type / count / share of cell area (%)
Clock buffer: 7 / 4.05
Clock inverter: 1 / 0.199
Multi-Input combinational cell: 25 / 16.0
Sequential cell: 32 / 50.9
Tap cell: 99 / 6.56
Timing Repair Buffer: 41 / 22.2
==> critical path, stage by stage <==
cell             delay [ps]
clkdlybuf4s15_1         210
buf_12                  130
mux4_1                  530
mux2_2                  280
clkdlybuf4s50_1         410
==> placed cells by master, fill, tap and decap left out, drive strengths merged <==
master,instances
clkdlybuf4s50,31
mux2,4
nand2,2
clkdlybuf4s15,1
nand2b,3
clkinv,1
nor3,2
nor2,6
mux4,8
dlymetal6s2s,3
buf,6
clkbuf,7
edfxtp,32
==> metal layers <==
layer	up-vias	wire length [microns]
li1	333	-
met1	351	1260
met2	40	1570
met3	4	378
met4	0	53
met5	-	0
==> metrics by stage <==
stage | utilization, % | std cells | hold slack [ps] | cell area, sq um | TNS, ps
after floorplan | - | 59 | 639 | 1290 | 0
after global placement | 24.4 | 193 | 1340 | 1780 | -1130
after detailed placement | 24.4 | 193 | 1350 | 1780 | -1140
after CTS | 25.4 | 201 | 1060 | 1850 | 0
after global routing | 25.9 | 205 | 1070 | 1890 | 0
final | 25.9 | 205 | 1040 | 1890 | 0
==> kinds of logic after synthesis <==
logic type	Yosys count	synth area share [%]
buf+inv	2	1.16
flops	32	74.5
mux	12	19.8
simple gates	13	4.56
==> what timing repair did <==
| action | in CTS | in global routing |
|---|---|---|
| setup buffers | 0 | 4 |
| gates resized | 8 | 3 |
| setup endpoints to repair | 4 | 4 |
| endpoints found under the hold margin | 0 | 0 |
==> report_power, final <==
group / internal, W / total, W / leakage, nW / switching [W]
clock network: 0.000179 / 0.000329 / 0.0399 / 0.000150
logic: 0.0000666 / 0.000100 / 0.309 / 0.0000335
registers: 0.000564 / 0.000572 / 0.291 / 0.00000768
total: 0.000810 / 0.00100 / 0.640 / 0.000191
Power and IR drop assume default switching activity.
